===== ./config.mk =====
export PLATFORM = sky130hd
export DESIGN_NAME = Button_DB
export DESIGN_NICKNAME = Button_DB
export VERILOG_FILES = /design/flow/design.v
export SDC_FILE = /design/flow/constraint.sdc
export NUM_CORES = 4
export LEC_CHECK = 1
export CORE_AREA = 10 10 103 103
export DIE_AREA = 0 0 113 113

===== ./constraint.sdc =====
current_design Button_DB

set clk_period 7.4
set clk_io_pct 0.2

create_clock -name clk0 -period $clk_period [get_ports {clk_in}]

set non_clock_inputs [all_inputs -no_clocks]
set_input_delay [expr $clk_period * $clk_io_pct] -clock clk0 $non_clock_inputs
set_output_delay [expr $clk_period * $clk_io_pct] -clock clk0 [all_outputs]

===== ./design.v =====
module Button_DB 
(
input clk_in,				 
input Button_in,			 
output reg Button_out	 
);
localparam DB_MAX = 32;						 
localparam DB_WIDTH = ( 
 ((DB_MAX) <= 2) ? 1 : 
 ((DB_MAX) <= 4) ? 2 : 
 ((DB_MAX) <= 8) ? 3 : 
 ((DB_MAX) <= 16) ? 4 : 
 ((DB_MAX) <= 32) ? 5 : 
 ((DB_MAX) <= 64) ? 6 : 
 ((DB_MAX) <= 128) ? 7 : 
 ((DB_MAX) <= 256) ? 8 : 
 ((DB_MAX) <= 512) ? 9 : 
 ((DB_MAX) <= 1024) ? 10 : 
 ((DB_MAX) <= 2048) ? 11 : 
 ((DB_MAX) <= 4096) ? 12 : 16);	 
localparam DB_HIGH = ((9*DB_MAX)/10);	 
localparam DB_LOW = ((1*DB_MAX)/10);	 
reg [DB_WIDTH-1:0] counter = 0;			 
reg Button_db = 0;							 
reg Button_check = 0;						 
wire clk_en;									 
freq_div #(200000) fd1 				 
(.clk_in(clk_in),					 
.clk_out(clk_en)					 
);
always@(posedge clk_in)			 
begin
	Button_check = Button_in;	 
	if ((Button_db == 0) && (counter>DB_HIGH)) begin	 
	Button_db = 1;													 
	end		
	if ((Button_db == 1) && (counter<DB_LOW)) begin		 
	Button_db = 0;													 
	end
	Button_out = Button_db;		 
end
always@(posedge clk_en)			 
begin
	Button_check = Button_in;	 
if ((Button_check == 1) && (clk_en == 1)) begin		 
	if (counter < (DB_MAX - 1)) begin					 
	counter = counter + 1;									 
	end
	end
	if ((Button_check == 0) && (clk_en == 1)) begin	 
	if (counter > 0) begin									 
	counter = counter - 1;									 
	end
	end
end
endmodule
module freq_div #(
parameter FREQUENCY = 50000000 	 
)
(
input clk_in,							 
output clk_out						 
);
localparam FREQ_DIV = 50000000/FREQUENCY;		 
reg [26:0] counter = FREQ_DIV*2;					 
reg [26:0] FREQ_LIMIT = FREQ_DIV*2;				 
wire count_out;										 
always@(posedge clk_in)begin 							 
if (counter > 0) begin counter <= counter - 1;	 
end else begin 											 
counter <= FREQ_DIV*2; 									 
end
end
assign clk_out = (counter>=((FREQ_DIV)))?1:0;	 
assign count_out = counter;							 
endmodule

===== ./run.sh =====
#!/bin/bash
# OpenROAD 26Q1-2900-gdf79404cd8, Yosys 0.63+post, stock flow scripts
make -C /OpenROAD-flow-scripts/flow DESIGN_CONFIG=/design/flow/config.mk WORK_HOME=/design/flow/orfs finish

==> flow_metrics.env <==
# physical design summary
export IMPL_outcome="finished clean"
export IMPL_firstDrtPassIters=4
export IMPL_ys_sh_xor_pct=8.78
export IMPL_cts_buffers=5
export IMPL_rsz0062_at_grt="false"
export IMPL_vdd_drop_max_v=0.0000594
export IMPL_pre_cts_ws_ns=4.97
export IMPL_hold_viol=0
export IMPL_cts_max_level=2
export IMPL_switching_share_pct=19.0
export IMPL_synth_stat_cells=196
export IMPL_postCtsSetupBuffers=0
export IMPL_hold_buffers=0
export IMPL_root_buffer="clkbuf_8"
export IMPL_die_h_um=113
export IMPL_yosysWarningCount=2
export IMPL_ff_type="dfxtp_1"
export IMPL_antennaDiodeCount=0
export IMPL_design_core_area_sq_mm=0.00830
export IMPL_drv_slew=0
export IMPL_antenna_found_initial=0
export IMPL_grtUsageMet1_pct=6.58
export IMPL_warning_count=28
export IMPL_cp_end_kind="primary output"
export IMPL_ys_types=45
export IMPL_untimed_endpoints=5
export IMPL_max_slew_margin_rel_pct=56.5
export IMPL_drt_iter0_markers=65
export IMPL_totalNegativeSetupSlack_ns=0
export IMPL_critPathRequiredTime_ns=5.92
export IMPL_unclocked_regs=5
export IMPL_fin_hold_ws_ns=0.462
export IMPL_grt_usage_pct=4.66
export IMPL_worst_path_max_fanout=1
export IMPL_dp_hpwl_mm=2.11
export IMPL_cpPeakStageDelay_ns=0.45
export IMPL_synth_edff_count=0
export IMPL_via_per_inst=4.38
export IMPL_synth_adder_area_share_pct=4.43
export IMPL_finalCriticalPeriod_ns=2.52
export IMPL_seqPwrFrac_pct=47.5
export IMPL_route_detailed_drc=0
export IMPL_yosysSeqAreaShare_pct=40.1
export IMPL_tightestPinTransition_ns=0.646
export IMPL_layout_setup_ws_ns=4.88
export IMPL_grt_busiest_layer="met2"
export IMPL_yosys_register_bits=34
export IMPL_gp_congestion=0.808
export IMPL_netlist_instances=196
export IMPL_path_buffers=1
export IMPL_powerDensity_mw_per_mm2=171
export IMPL_use_met3_pct=1.66
export IMPL_area_growth_pct=13.0
export IMPL_die_area_sq_mm=0.0128
export IMPL_cp_top_family="buffers and inverters"
export IMPL_vias=1327
export IMPL_wl_mm=2.90
export IMPL_grt_use_met2_pct=6.99
export IMPL_grt_max_degree=20
export IMPL_aoi_share_pct=14.2
export IMPL_mux_share_pct=0.590
export IMPL_grt_pass1_vias=1197
export IMPL_die_x_um=113
export IMPL_drive_gt1_share_pct=8.08
export IMPL_p_leak_nw=0.693
export IMPL_fp_util_pct=20.4
export IMPL_fin_crit_sh_pct=34.0
export IMPL_arrival_ns=1.04
export IMPL_clk_path_buf_depth=2
export IMPL_wl_per_cell_um=9.57
export IMPL_post_route_util_pct=23.1
export IMPL_fin_skew_ns=0.00849
export IMPL_antenna_left=0
export IMPL_clock_power_share_pct=51.9
export IMPL_clkSlewWorstSetupHoldPaths_ns=0.07
export IMPL_yosys_area_sq_mm=0.00170
export IMPL_p_sw_mw=0.0623
export IMPL_io_buffers=2
export IMPL_setup_viol=0
export IMPL_ys_sh_simple_pct=27.0
export IMPL_cts_resized=0
export IMPL_p_int_mw=0.266
export IMPL_synth_area_sq_mm=0.00170
export IMPL_nFillCells=864
export IMPL_crit_type="reg -> out"
export IMPL_max_clock_freq_mhz=397
export IMPL_postSynthAreaPerCell_sq_um=8.65
export IMPL_drv_cap=0
export IMPL_grt_pass1_wl_mm=5.28
export IMPL_logic_family="simple AND/OR/NAND/NOR gates"
export IMPL_pin_count=3
export IMPL_crit_slowest_cell="clkdlybuf4s50_1"
export IMPL_async_reset_ff_share_pct=0
export IMPL_grt_overflow_total=0
export IMPL_clock_latency_ns=0.28
export IMPL_combPwrFrac_pct=0.6
export IMPL_reg2reg_slack_ns=4.96
export IMPL_num_rows=33
export IMPL_cts_tree="yes"
export IMPL_cp_start_kind="flip-flop"
export IMPL_path_cells="clkdlybuf4s50_1"
export IMPL_hp_class="reg -> reg"
path summary, 6_finish.rpt:
check / endpoint / startpoint / cells past startpoint
worst max-delay path: Button_out / Button_out / 1
worst min-delay path: fd1.counter[0] / fd1.counter[0] / 1
worst max register to register: fd1.counter[25] / fd1.counter[10] / 6
worst min register to register: fd1.counter[0] / fd1.counter[0] / 1
cell families (layout without fill, tap and decap cells):
kind of cell / Yosys count / after routing
xor gates and xnor gates: 17 / 17
buffers and inverters: 15 / 17
adders and majority gates: 6 / 6
AOI/OAI and AO/OA: 35 / 35
DFF: 34 / 34
and+or+nand+nor: 88 / 88
muxes: 1 / 1
Yosys cell counts (all sizes together), types with 2 or more instances:
library cell / number / area (sq um)
a21o: 2 / 15.0
a21oi: 7 / 35.0
a31oi: 4 / 25.0
and2: 2 / 12.5
and3: 2 / 12.5
buf: 5 / 43.8
clkbuf: 4 / 15.0
dfxtp: 34 / 681
ha: 6 / 75.1
inv: 6 / 22.5
nand2: 12 / 45.0
nand2b: 2 / 12.5
nand3: 7 / 35.0
nand4: 2 / 12.5
nor2: 30 / 113
nor3: 11 / 60.1
nor4: 5 / 31.3
o21ai: 7 / 35.0
o31ai: 4 / 30.0
o41ai: 2 / 17.5
or3: 5 / 36.3
or4: 3 / 26.3
or4b: 2 / 23.8
xnor2: 12 / 105
xor2: 5 / 43.8
layout make-up:
| cell class | count | area [sq um] | area share, % |
|---|---|---|---|
| Inverter | 6 | 22.5 | 1.18 |
| Clock inverter | 2 | 37.5 | 1.96 |
| Timing Repair Buffer | 3 | 27.5 | 1.44 |
| Sequential cell | 34 | 681 | 35.5 |
| Multi-Input combinational cell | 147 | 933 | 48.7 |
| Tap cell | 105 | 131 | 6.86 |
| Clock buffer | 6 | 82.6 | 4.31 |
stage by stage:
stage	total power, mW	std cells	instance area, sq um
2_1_floorplan	0.161	196	1700
3_3_place_gp	0.162	295	1800
3_5_place_dp	0.162	295	1800
4_1_cts	0.334	303	1920
5_1_grt	0.341	303	1920
6_report	0.328	303	1920
power groups by stage:
stage / Sequential, mW / Clock [mW] / Combinational, mW
6_report: 0.156 / 0.170 / 0.00207
5_1_grt: 0.156 / 0.183 / 0.00220
4_1_cts: 0.156 / 0.175 / 0.00203
metal layers:
metal	routed length [um]	part of all wire, %
met1	1600	55
met2	1190	41
met3	106	3.7
met4	0	0
met5	0	0
flip-flops by register name (all words and copies together), names as in the netlist:
name	count
Button_db	1
Button_out	1
counter	5
fd1.counter	27
placed cells by master, fill, tap and decap left out, drive strengths merged, types with 7 or more instances in the layout:
master / count
xnor2: 12
nor2: 30
dfxtp: 34
nor3: 11
o21ai: 7
nand3: 7
a21oi: 7
nand2: 12
Power and IR drop assume default switching activity.
